**design/flow/run.sh**
```bash
#!/bin/bash
# OpenROAD 26Q1-2900-gdf79404cd8, Yosys 0.63+post, stock flow scripts
make -C /OpenROAD-flow-scripts/flow DESIGN_CONFIG=/design/flow/config.mk WORK_HOME=/design/flow/orfs finish
```
**design/flow/design.v**
```verilog
module register_file(
	read_data1,		 
	read_data2,		 
	read_register1,	         
	read_register2,		 
	write_register,		 
	write_data,		 
	reg_write,               
	clock);			 
	input[4:0]  read_register1, read_register2, write_register;    
	input[31:0] write_data;					       
	input 	    reg_write, clock;
	output[31:0] read_data1, read_data2;
	reg[31:0] read_data1, read_data2;
	reg[31:0] register[0:31];          
	initial
	begin
		register[0]=0;   
	end
	always @( * )
	begin
		#1
		read_data1 <= register[read_register1];
		read_data2 <= register[read_register2];
	end
	always @(posedge clock)				                          
	begin
		if(reg_write && write_register)                                  
			#1 register[write_register] <= write_data;
	end
endmodule
```
**design/flow/config.mk**
```make
export PLATFORM = sky130hd
export DESIGN_NAME = register_file
export DESIGN_NICKNAME = register_file
export VERILOG_FILES = /design/flow/design.v
export SDC_FILE = /design/flow/constraint.sdc
export NUM_CORES = 4
export LEC_CHECK = 1
export CORE_UTILIZATION = 30
```
**design/flow/constraint.sdc**
```tcl
current_design register_file

set clk_period 7.5
set clk_io_pct 0.2

create_clock -name clk0 -period $clk_period [get_ports {clock}]

set non_clock_inputs [all_inputs -no_clocks]
set_input_delay [expr $clk_period * $clk_io_pct] -clock clk0 $non_clock_inputs
set_output_delay [expr $clk_period * $clk_io_pct] -clock clk0 [all_outputs]
```
==> results.yml <==
# yosys + openroad results
power_and_ir_drop:
  power.net_switching_mw: 2.88
  p_clk_share_pct: 38.5
  intPower_mw: 9.47
  worst_ir_drop_vdd_mv: 0.175
  power.switching_fraction_pct: 23.3
  comb_power_share_pct: 9.6
  power_density_mw_per_mm2: 221
  power.share.sequential_pct: 51.9
  p_leak_nw: 20.2
timing:
  timing.hold.ws_ps: 1630
  finalWorstSetupSlack_ps: 1270
  final_period_minus_worst_setup_slack_ps: 6230
  timing.final.setup_violations: 0
  finalHoldViolations: 0
  max-slew-margin-rel_pct: 37.2
  worst_slew_pin_slew_ps: 939
  min_period_over_period_pct: 83.0
  max_clock_freq_ghz: 0.161
  setup_tns_ps: 0
  number_of_pins_with_negative_max_slew_slack_in_the_final_report: 0
  grt_setup_unrepaired: "false"
clocking:
  clock_pin_transition_on_the_worst_setup_and_hold_timing_paths_ps: 60
  cts-root-buf: "clkbuf_16"
  hold_buffer_count_at_cts: 0
  tritoncts_clock_tree: "done"
  cts.path.max_buffers: 3
  numCtsBuffers: 100
  clock-sinks: 1024
  cts_setup_buffers: 0
  htreeDepth: 3
  cts.repair.resized: 0
global_routing:
  grt_remaining_overflow: 0
  number_of_global_route_vias_before_repair: 31900
  grt_max_degree: 87
  antenna_found_initial: 11
  grt_first_pass_wirelength_um: 220000
  global_route.usage.total_pct: 19.7
yosys:
  netlist_area_before_placement_mm2: 0.0488
  synth_chip_area_mm2: 0.0488
  synth-seq-cells: 1024
  syn-mean-instance-area_um2: 14.4
  portion_of_the_post_synthesis_area_used_by_sequential_elements_pct: 63.1
  synth_cells: 3386
  ffs_w_async_s_r_synth_pct: 0
  number_of_flops_mapped_to_enable_cells_by_yosys: 1024
  yosysCellCount: 3386
  synthDistinctLibCells: 24
  synth_top_flop_cell: "edfxtp_1"
  synth_warnings: 1
final_layout:
  biggest_registers_after_layout: "register (1024)"
  n_fill_cell: 15100
  final-instance-count-excl-fill: 5755
  area_growth_pct: 14.4
  post-route-util_pct: 34.7
  flip_flop_count_of_the_largest_register_all_copies_and_words_added: 1024
  top_register: "register"
  drive_above_1_share_pct: 9.24
setup_path:
  crit_path_start_kind: "primary input"
  setup.worst_path.class: "in2out"
  required_ps: 6000
  crit_path_end_kind: "output port"
  cp_data_arrival_time_ps: 4730
  critPathMaxFanout: 32
floorplan:
  core_area_mm2: 0.161
  fp-utilization_pct: 30.3
  number_of_top_level_design_ports: 113
  die_height_um: 405
  fp.dieArea_mm2: 0.164
  core.rowCount: 147
  floorplan.die.width_um: 405
placement:
  preCtsSetupSlack_ps: 1360
  numPortBuffers: 112
  dp.cells: 5579
  hpwlAfterDp_um: 83700
  gp_congestion: 0.850
run:
  cap_violations: 0
  openroad.warnings: 26
detailed_routing:
  remaining_drc_errors: 0
  firstDrtPassIters: 5
  drtIter0Drc: 1945
  wire_per_inst_um: 26.8
  n_antenna_cell: 0
  totalWireLength_um: 154000
  via_count: 30800
  post_drt_via_cell_ratio: 5.35
  detail_route_antenna_nets: 0
run_status:
  result_of_the_run: "complete, no violations"
min_path:
  min-delay-path-class: "in2reg"
==> power by group through the flow <==
stage	combinational (mW)	sequential, mW	clock, mW
final	1.19	6.41	4.75
after global routing	1.26	6.42	5.02
after CTS	1.19	6.41	4.82
==> cells in the mapped netlist, types with 57 or more instances <==
cell | count | area (um^2)
edfxtp_1 | 1024 | 30700
a22o_1 | 128 | 1120
buf_2 | 62 | 310
nor3_1 | 64 | 320
nand3_1 | 194 | 971
clkbuf_1 | 82 | 308
mux2i_1 | 1024 | 10200
buf_4 | 57 | 428
a22oi_1 | 192 | 1440
nand2_1 | 195 | 732
a21oi_1 | 192 | 961
a31oi_1 | 64 | 400
==> logic make-up after synthesis <==
group                  after synthesis  share of synthesized area [%]
AND-OR/OR-AND                      576                           8.05
other                                1                        0.00769
multiplexers                      1024                           21.0
flip-flops                        1024                           63.1
AND/OR/NAND/NOR                    508                           4.71
buffers and inverters              253                           3.15
==> through the flow <==
step	cell area [um^2]	power [mW]
final	55800	12.3
after floorplan	48900	7.20
after global routing	55800	12.7
after global placement	52800	7.71
after CTS	55800	12.4
after detailed placement	52800	7.72
==> layout make-up <==
cell class / instances / area, um^2 / share of cell area, %
multi-input combinational: 2140 / 16900 / 30.3
sequential: 1024 / 30700 / 55.1
clock inverter: 51 / 354 / 0.635
clock buffer: 125 / 2660 / 4.77
tap: 2160 / 2700 / 4.84
timing repair buffer: 255 / 2440 / 4.38
==> critical path: stages <==
cell and delay (ps):
clkdlybuf4s50_1 780, and2_4 660, buf_4 550, a22o_1 240, nor3_1 50, a31oi_1 200
nand3_1 210, clkdlybuf4s50_1 480
==> worst paths after layout <==
| path | startpoint | endpoint | slack [ps] | depth (start not counted) |
|---|---|---|---|---|
| worst min-delay path | write_data[3] | register[30][3] | 1630 | 2 |
| worst max-delay path | read_register1[0] | read_data1[10] | 1270 | 8 |
==> layout by cell type, fill, tap and decap left out, drive strengths merged <==
cell type and n:
mux2i 1024, edfxtp 1024, nand2 195, nand3 194, a22oi 192, a21oi 192
buf 145, a22o 128, clkbuf 125, clkdlybuf4s50 110, nor3 64, a31oi 64
clkinv 41, nor2 34, conb 32, nand3b 5, clkinvlp 5, nor2b 4
nand2b 4, bufinv 4, or3b 3, and2 2, or2 2, or3 1
inv 1
==> layer usage <==
metal	vias up	GRT usage (%)	share of wire (%)
met5	-	0.743	0.13
met1	15100	23.2	36
li1	13600	-	-
met3	249	13.8	16
met2	1782	29.6	46
met4	22	4.27	2.6
No activity file was given, so power comes from the tool's default toggle rates.
