--- run.sh ---
#!/bin/bash
# OpenROAD 26Q1-2900-gdf79404cd8, Yosys 0.63+post, stock flow scripts
make -C /OpenROAD-flow-scripts/flow DESIGN_CONFIG=/design/flow/config.mk WORK_HOME=/design/flow/orfs finish
--- config.mk ---
export PLATFORM = sky130hd
export DESIGN_NAME = ALU
export DESIGN_NICKNAME = ALU
export VERILOG_FILES = /design/flow/design.v
export SDC_FILE = /design/flow/constraint.sdc
export NUM_CORES = 4
export LEC_CHECK = 1
export CORE_UTILIZATION = 40
--- constraint.sdc ---
current_design ALU

set clk_period 25.3
set clk_io_pct 0.2

create_clock -name clk0 -period $clk_period

set non_clock_inputs [all_inputs -no_clocks]
set_input_delay [expr $clk_period * $clk_io_pct] -clock clk0 $non_clock_inputs
set_output_delay [expr $clk_period * $clk_io_pct] -clock clk0 [all_outputs]
--- design.v ---
module ALU(operand1, operand2, ALU_OP,unsigned_op, shamt, result, zero_signal);
	input [31:0] operand1;
	input [31:0] operand2;
	input [3:0] ALU_OP;
	input unsigned_op;
	input [4:0] shamt;
	output [31:0] result;
	output zero_signal;
	reg [31:0] result;
	reg zero_signal;
always @ (operand1 or operand2 or ALU_OP or unsigned_op or shamt)
	begin
	   #2
	   case (ALU_OP)
		4'b1111:   result = 32'bx;  
		4'b0000:   result = operand1 & operand2;
		4'b0001:   result = operand1 | operand2; 
		4'b0010:   result = $signed(operand1) + $signed(operand2);
		4'b0110:   result = $signed(operand1) - $signed(operand2);
		4'b0111: 
			if (unsigned_op == 1'b0)
			  if (($signed(operand1)-$signed(operand2))<0) result=  32'b1;
			  else   result = 32'b0; 
			else if (unsigned_op == 1'b1)
			    result = (operand1<operand2) ? 32'b1 : 32'b0; 
		4'b1001:   result = (operand1<operand2) ? 32'b1 : 32'b0; 
		4'b0100:   result = ~(operand1 | operand2);  
		4'b0101:   result = operand2 << shamt;  
		4'b1000:   result = operand2 >> shamt;  
		4'b0011:   result = $signed(operand1) * $signed(operand2);
	   endcase
		if (result == 32'b0) zero_signal = 1'b1;
		else zero_signal = 1'b0;
	end
endmodule
==> metrics.csv <==
stage,metric,value,unit
cts,Post-CTS Setup Inserts,0,
timing,Slew @ Worst Pin,1.09,ns
detailed_routing,DR pass1 iterations,5,
critical_path,cell family with most CP delay,adder cells,
timing,Final period util,80.5,%
synthesis,simple-gate share of the synthesized area,17.8,%
critical_path,CP Data Arrival Time,15.30,ns
placement,Port Buf Inserts,107,
critical_path,Crit path top cell by count,fa_1,
floorplan,core footprint,64800,µm²
global_route,first-pass GRT wire length,189000,µm
placement,placed cells,4221,
status,status,finished clean,
power_and_ir_drop,Int Power,2.46,mW
synthesis,Syn. warnings,1,
synthesis,XORs/XNORs by Area,3.05,%
critical_path,CP Launch Type,input pin,
detailed_routing,DRT iter0 DRCs,2476,
synthesis,Cell Type Count,104,
timing,Slew headroom,27.5,%
synthesis,Synth logic family,adder cells,
timing,endpoints left unconstrained,64,
cts,Hold Buf Count CTS,0,
synthesis,Synth Area in Compound Gates,16.2,%
power_and_ir_drop,Leak Pwr,13.3,nW
power_and_ir_drop,PwrDens,239,nW/µm²
global_route,largest net degree at the start of global routing,57,
floorplan,Init Core Util,40.8,%
synthesis,Yosys chip area,26400,µm²
timing,Final setup viols,0,
synthesis,Post-synth EDFFs,0,
floorplan,row cnt,93,
timing,final hold violations,0,
timing,register pins left without a clock,32,
flow_run,Tool Warnings,96,
detailed_routing,Routed Antenna Nets,0,
timing,Fin Setup TNS,0,ns
layout,share of cells above drive strength 1,7.49,%
placement,Placer Congestion,1.10,
timing,FMAX,0.0491,GHz
global_route,gr ovfl total,0,
timing,fin crit period,20.36,ns
layout,post-route cell area,28600,µm²
synthesis,yosys cell count,3346,
layout,max reg flops,32,
floorplan,die x size,259,µm
critical_path,WS Path Type,in2out,
critical_path,max incr delay on CP,0.65,ns
synthesis,Synth Register Bits,32,
synthesis,"Async S/R FF share, synth",0,%
hold_path,min-delay worst type,in2out,
synthesis,Mapped Area,26400,µm²
timing,Final Max Slew Viols,0,
global_route,All-Layer GR Usage,41.7,%
synthesis,Syn Inst Count,3346,
placement,Detailed Place HPWL,104000,µm
critical_path,CP bufs+invs,9,
layout,Area Growth Syn to Fin,8.44,%
cts,post_cts resized,0,
floorplan,io pins,107,
hold_path,Worst Hold End,zero_signal,
detailed_routing,Remaining DRCs,0,
power_and_ir_drop,Sw Share,64.0,%
detailed_routing,final wirelength,131000,µm
power_and_ir_drop,peak supply drop,0.449,mV
critical_path,CP required,20.24,ns
timing,RSZ-0062 raised after global routing,no,
hold_path,Hold Crit Start,unsigned_op,
detailed_routing,vias post-DR,25918,
synthesis,Dominant flop cell,dlxtn_1,
synthesis,MUX area fraction,7.50,%
synthesis,mean area per synthesized cell,7.89,µm²
synthesis,yosys adder share,42.7,%
floorplan,Die Span Y,259,µm
timing,Hold Slack,11.60,ns
floorplan,die area,67100,µm²
global_route,vias in the first global route,25818,
global_route,initial antenna violation count,6,
layout,Final Non-Filler Cells,4224,
critical_path,CP endpoint kind,output port,
hold_path,worst hold stages,8,
detailed_routing,routed len/inst,31.1,µm
critical_path,"Max FO, Critical Path",16,
detailed_routing,Via-to-Cell Ratio,6.14,
placement,Post-DP Area,28600,µm²
power_and_ir_drop,net switching power,4.37,mW
critical_path,Slowest cell on crit path,o41ai_2,
flow_run,max_cap viols,0,
## synth_stat cells, drive strengths merged (28+ instances only)
library cell | count | area, µm²
o21ai | 104 | 521
fa | 410 | 8210
nand3 | 29 | 145
ha | 246 | 3080
inv | 511 | 1920
o21a | 34 | 255
o221ai | 38 | 333
xnor2 | 75 | 657
a21oi | 141 | 717
nand2 | 298 | 1120
mux2i | 63 | 631
nor3 | 41 | 205
clkbuf | 138 | 519
dlxtn | 32 | 480
buf | 81 | 413
nor2 | 534 | 2000
o211ai | 28 | 210
mux4 | 50 | 1130
## final cells by class
class / instances / area, µm²
Antenna cell: 3 / 7.51
Fill cell: 6616 / 36200
Inverter: 523 / 1960
Multi-Input combinational cell: 2572 / 23100
Sequential cell: 32 / 480
Tap cell: 855 / 1070
Timing Repair Buffer: 239 / 2050
## placed cells by master (no fill, tap or decap), types with 75 or more instances in the layout
cell / instances
nor2_1: 533
o21ai_0: 84
buf_4: 136
nand2_1: 298
a21oi_1: 139
fa_1: 410
xnor2_1: 75
ha_1: 246
clkdlybuf4s50_1: 103
inv_1: 498
## kinds of logic (layout without fill, tap and decap cells)
family | count (synthesis) | count (layout)
compound gates | 616 | 616
xor+xnor | 92 | 92
fa+ha+maj | 656 | 656
buf+inv | 742 | 762
latches | 32 | 32
mux | 133 | 133
other cells | 0 | 3
simple gates | 1075 | 1075
## worst max path at each step
| stage | to | start | slack [ns] | depth (start not counted) |
|---|---|---|---|---|
| after CTS | zero_signal | operand2[5] | 5.07 | 31 |
| final | zero_signal | operand2[5] | 4.94 | 31 |
| after global routing | zero_signal | operand2[5] | 4.53 | 31 |
## stage by stage
stage                     utilization, %  total power [mW]  setup WS [ns]
final                               44.2              6.84           4.94
after global routing                44.2              7.38           4.53
after CTS                           44.2              6.79           5.07
after detailed placement            44.2              6.75           5.10
after global placement              44.2              6.77           5.17
after floorplan                        -              4.11           7.67
## per-layer routing
layer,vias to the layer above,track usage (%),routed length (µm)
met5,-,0.285,117
met4,6,17.2,7070
met3,319,18.7,18200
met2,1730,56.1,53900
met1,12757,59.5,52000
li1,11106,-,-
No activity file was given, so power comes from the tool's default toggle rates.
